File: design/flow/run.sh
#!/bin/bash
# OpenROAD 26Q1-2900-gdf79404cd8, Yosys 0.63+post, stock flow scripts
make -C /OpenROAD-flow-scripts/flow DESIGN_CONFIG=/design/flow/config.mk WORK_HOME=/design/flow/orfs finish
File: design/flow/design.v
package alu_opcodes_pkg;
localparam ALU_OP_WIDTH = 5;
localparam ALU_ADD  = 5'b00000;
localparam ALU_SUB  = 5'b01000;
localparam ALU_XOR  = 5'b00100;
localparam ALU_OR   = 5'b00110;
localparam ALU_AND  = 5'b00111;
localparam ALU_SRA  = 5'b01101;   
localparam ALU_SRL  = 5'b00101;   
localparam ALU_SLL  = 5'b00001;   
localparam ALU_LTS  = 5'b11100;   
localparam ALU_LTU  = 5'b11110;   
localparam ALU_GES  = 5'b11101;   
localparam ALU_GEU  = 5'b11111;   
localparam ALU_EQ   = 5'b11000;   
localparam ALU_NE   = 5'b11001;   
localparam ALU_SLTS = 5'b00010;   
localparam ALU_SLTU = 5'b00011;   
endpackage
package alu_opcodes_pkg;
localparam ALU_OP_WIDTH = 5;
localparam ALU_ADD  = 5'b00000;
localparam ALU_SUB  = 5'b01000;
localparam ALU_XOR  = 5'b00100;
localparam ALU_OR   = 5'b00110;
localparam ALU_AND  = 5'b00111;
localparam ALU_SRA  = 5'b01101;   
localparam ALU_SRL  = 5'b00101;   
localparam ALU_SLL  = 5'b00001;   
localparam ALU_LTS  = 5'b11100;   
localparam ALU_LTU  = 5'b11110;   
localparam ALU_GES  = 5'b11101;   
localparam ALU_GEU  = 5'b11111;   
localparam ALU_EQ   = 5'b11000;   
localparam ALU_NE   = 5'b11001;   
localparam ALU_SLTS = 5'b00010;   
localparam ALU_SLTU = 5'b00011;   
endpackage
package memory_pkg;
  localparam INSTR_MEM_SIZE_BYTES = 512;
  localparam INSTR_MEM_SIZE_WORDS = INSTR_MEM_SIZE_BYTES / 4;
  localparam DATA_MEM_SIZE_BYTES  = 512;
  localparam DATA_MEM_SIZE_WORDS  = DATA_MEM_SIZE_BYTES / 4;
endpackage
module register_file(
                     input logic         clk_i,
                     input logic         write_enable_i,
                     input logic [4:0]   write_addr_i,
                     input logic [4:0]   read_addr1_i,
                     input logic [4:0]   read_addr2_i,
                     input logic [31:0]  write_data_i,
                     output logic [31:0] read_data1_o,
                     output logic [31:0] read_data2_o
                     );
   logic [31:0]                          rf_mem [32];
   always @ (posedge clk_i) begin
      if (write_enable_i)
        rf_mem[write_addr_i] <= write_data_i;
      else
        rf_mem[write_addr_i] <= rf_mem[write_addr_i];
   end
   always @ (read_addr1_i or read_addr2_i) begin
      if (read_addr1_i)
         read_data1_o <= rf_mem[read_addr1_i];
      else
        read_data1_o <= 32'd0;
      if (read_addr2_i)
         read_data2_o <= rf_mem[read_addr2_i];
      else
        read_data2_o <= 32'd0;
   end
endmodule  
File: design/flow/config.mk
export PLATFORM = sky130hd
export DESIGN_NAME = register_file
export DESIGN_NICKNAME = register_file
export VERILOG_FILES = /design/flow/design.v
export SDC_FILE = /design/flow/constraint.sdc
export NUM_CORES = 4
export LEC_CHECK = 1
export CORE_UTILIZATION = 40
File: design/flow/constraint.sdc
current_design register_file

set clk_period 5.9
set clk_io_pct 0.2

create_clock -name clk0 -period $clk_period [get_ports {clk_i}]

set non_clock_inputs [all_inputs -no_clocks]
set_input_delay [expr $clk_period * $clk_io_pct] -clock clk0 $non_clock_inputs
set_output_delay [expr $clk_period * $clk_io_pct] -clock clk0 [all_outputs]
==> results_slide.txt <==
Physical Implementation Snapshot

Timing
  • Tightest Pin Transition: 1110 ps
  • Setup violators final: 0
  • Final hold viol count: 0
  • Setup repair after global routing missed its margin: no
  • Tmin final: 5830 ps
  • Fmax: 172 MHz
  • Slew margin rel.: 0.257
  • Slew Limit Fails: 0
  • Tcrit/Tclk final: 0.988
  • Setup tns final: 0 ps

Clock network
  • CTS resizes: 0
  • Clk sink count: 1,024
  • Max Root-Sink Buffers: 3
  • CTS H-tree depth: 3
  • CTS Buf Count: 105
  • Worst-path clk slew: 60 ps
  • Postcts setup bufs: 0
  • Root buf cell: clkbuf_16
  • CTS tree: done
  • Hold bufs inserted after CTS: 0

Synthesis
  • Dominant cell type by area after synthesis: edfxtp_1
  • Syn avg cell area: 19.6 um^2
  • Comb area leader: multiplexers
  • Synth Area in Compound Gates: 0.0541
  • Cells after Synth: 2,400
  • EDFF count, synth: 1,024
  • Synth Flop Type: edfxtp_1
  • Yosys chip area: 47,000 um^2
  • Yosys top cell by instances: edfxtp_1
  • Synth Seq Share: 0.655
  • Commonest cells post-synth: 1,024 x edfxtp_1, 425 x mux4_2, 183 x mux2i_1
  • Async set-or-reset flop fraction in the synthesized netlist: 0
  • Basic Gates by Area: 0.0194
  • Top-area cell type share of the netlist area: 0.655
  • Cell Type Count: 40
  • Top cells by area: edfxtp_1 65%, mux4_2 20%, mux2i_1 3.9%
  • MUX share of area: 0.249
  • Adder share: 0
  • Number of cells in Yosys stat: 2,400
  • YS warnings: 1
  • Registers, synthesis: 1,024
  • Synthesized area: 47,000 um^2
  • Synth Area in XOR/XNOR: 0

Power
  • Power Internal: 12.4 mW
  • Gate power share: 0.095
  • PD cells: 297 nW/um^2
  • Seq pwr share: 0.504
  • Leakage power: 17.4 nW
  • Clk network pwr share: 0.401
  • VDD IR max: 0.245 mV
  • Power, Total: 16.1 mW
  • P_sw: 3.70 mW
  • Sw frac: 0.229

Finish
  • Largest register by flop count: rf_mem
  • Layout cell share with drive strength beyond 1: 0.302
  • Top flop regs: rf_mem: 1024 flops
  • Max reg flops: 1,024
  • Area grow syn2layout: 15.5%

Worst setup path
  • Setup crit end kind: primary output
  • WS Path Type: in -> out
  • CP arrival: 4650 ps
  • CP Launch Type: input port
  • CP Data Required Time: 4720 ps
  • Crit path max-delay family: buffers and inverters
  • Critical path launch point: read_addr1_i[3]
  • Worst path slowest cell: nor3_1
  • Largest fanout on the critical path: 29
  • Most frequent CP cell: clkdlybuf4s50_1
  • Worst path cell trace: clkdlybuf4s50_1 -> or3b_2 -> buf_4 -> o221ai_1 -> a211oi_1 -> nor3_1 -> clkdlybuf4s50_1
  • CP Buf/Inv Count: 3
  • CP max stage delay: 910 ps

Placed design
  • DP HPWL: 93.8 mm
  • Port-buffer cells: 112
  • Gpl congestion: 0.938

Floorplan
  • Die Wd: 345 um
  • Init Core Util: 0.404
  • Die H: 345 um
  • Core area: 116,000 um^2
  • # IOs: 113
  • FP Rows: 125
  • Die area: 119,000 um^2

Routing
  • Via density: 6.35
  • # DRC: 0
  • DRT Pass-1 Iters: 5
  • Wirelength per Cell: 35.3 um
  • Vias: 26.7k
  • DR iter-0 viols: 1,766
  • WL final: 148 mm
  • Final ANT Viol Nets: 0

Global routing
  • Global route overflow: 0
  • Vias in the first global route: 30.0k
  • Gr usage total: 0.278
  • Antenna violations before repair: 9
  • First-pass GRT wire length: 211 mm
  • Largest net degree at the start of global routing: 75

Hold path
  • Hold path start: write_data_i[26]
  • Tightest Hold Check Type: in -> reg

Run
  • MaxCap Viol Count: 0
  • Number of OpenROAD warnings: 26

Run status
  • Status: completed
-- final cells by class --
cell class / instances / area [um^2]
Sequential cell: 1024 / 30700
Antenna cell: 3 / 7.51
Clock inverter: 61 / 611
Fill cell: 9380 / 62100
Inverter: 25 / 96.3
Clock buffer: 131 / 2730
Timing Repair Buffer: 282 / 2720
Multi-Input combinational cell: 1150 / 15400
Tap cell: 1524 / 1910
-- per-stage QoR --
step	std cells	area, um^2	setup slack (ps)	utilization	hold WS, ps
6_report	4200	54200	73.2	0.466	1310
3_3_place_gp	4005	50900	150	0.437	2010
3_5_place_dp	4005	50900	31.3	0.437	2020
2_1_floorplan	2400	47000	1970	-	1280
4_1_cts	4197	54200	25.5	0.466	1290
5_1_grt	4198	54200	0.523	0.466	1330
-- power groups by stage --
stage / sequential [mW] / clock (mW) / combinational, mW
after CTS: 8.13 / 6.55 / 1.51
after global routing: 8.14 / 6.83 / 1.61
final: 8.13 / 6.47 / 1.53
-- routing by layer --
metal	up-vias	share of wire	global-route usage
met5	-	0.0053	0.0721
met2	2173	0.45	0.390
met3	289	0.22	0.264
li1	10814	-	-
met4	28	0.032	0.0695
met1	13349	0.30	0.296
-- cell families after synthesis --
logic type | after synthesis
multiplexers | 632
buffers and inverters | 226
flip-flops | 1024
AND/OR/NAND/NOR | 187
AND-OR/OR-AND | 331
-- path summary, 6_finish.rpt --
check  cells past startpoint               end  slack [ps]
min                        2    rf_mem[27][26]        1310
max                        7  read_data1_o[26]          70
-- cells in the final DEF (no fill, tap or decap), types with 19 or more instances in the layout --
cell type / synthesis / final
a22o_1: 62 / 62
clkbuf_1: 104 / 26
a221oi_1: 23 / 23
clkbuf_16: 0 / 105
nor3_1: 32 / 28
o221ai_1: 31 / 31
a21oi_1: 46 / 46
a211o_1: 23 / 23
mux4_2: 425 / 425
a2111oi_0: 31 / 31
buf_4: 20 / 146
a211oi_1: 47 / 47
clkinv_2: 0 / 23
mux2i_1: 183 / 183
nand2_1: 65 / 64
nor2_4: 0 / 33
inv_1: 25 / 24
clkdlybuf4s50_1: 0 / 105
edfxtp_1: 1024 / 1024
o22ai_1: 55 / 55
mux2_1: 19 / 19
buf_12: 0 / 25
Power figures rest on the tool's default switching activity, not on a simulated workload.
