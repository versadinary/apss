`./run.sh`:
```
#!/bin/bash
# OpenROAD 26Q1-2900-gdf79404cd8, Yosys 0.63+post, stock flow scripts
make -C /OpenROAD-flow-scripts/flow DESIGN_CONFIG=/design/flow/config.mk WORK_HOME=/design/flow/orfs finish
```
`./config.mk`:
```
export PLATFORM = sky130hd
export DESIGN_NAME = nexys_adder
export DESIGN_NICKNAME = nexys_adder
export VERILOG_FILES = /design/flow/design.v
export SDC_FILE = /design/flow/constraint.sdc
export NUM_CORES = 4
export LEC_CHECK = 1
export CORE_UTILIZATION = 40
```
`./design.v`:
```
package alu_opcodes_pkg;
localparam ALU_OP_WIDTH = 5;
localparam ALU_ADD  = 5'b00000;
localparam ALU_SUB  = 5'b01000;
localparam ALU_XOR  = 5'b00100;
localparam ALU_OR   = 5'b00110;
localparam ALU_AND  = 5'b00111;
localparam ALU_SRA  = 5'b01101;   
localparam ALU_SRL  = 5'b00101;   
localparam ALU_SLL  = 5'b00001;   
localparam ALU_LTS  = 5'b11100;   
localparam ALU_LTU  = 5'b11110;   
localparam ALU_GES  = 5'b11101;   
localparam ALU_GEU  = 5'b11111;   
localparam ALU_EQ   = 5'b11000;   
localparam ALU_NE   = 5'b11001;   
localparam ALU_SLTS = 5'b00010;   
localparam ALU_SLTU = 5'b00011;   
endpackage
package alu_opcodes_pkg;
localparam ALU_OP_WIDTH = 5;
localparam ALU_ADD  = 5'b00000;
localparam ALU_SUB  = 5'b01000;
localparam ALU_XOR  = 5'b00100;
localparam ALU_OR   = 5'b00110;
localparam ALU_AND  = 5'b00111;
localparam ALU_SRA  = 5'b01101;   
localparam ALU_SRL  = 5'b00101;   
localparam ALU_SLL  = 5'b00001;   
localparam ALU_LTS  = 5'b11100;   
localparam ALU_LTU  = 5'b11110;   
localparam ALU_GES  = 5'b11101;   
localparam ALU_GEU  = 5'b11111;   
localparam ALU_EQ   = 5'b11000;   
localparam ALU_NE   = 5'b11001;   
localparam ALU_SLTS = 5'b00010;   
localparam ALU_SLTU = 5'b00011;   
endpackage
package memory_pkg;
  localparam INSTR_MEM_SIZE_BYTES = 512;
  localparam INSTR_MEM_SIZE_WORDS = INSTR_MEM_SIZE_BYTES / 4;
  localparam DATA_MEM_SIZE_BYTES  = 512;
  localparam DATA_MEM_SIZE_WORDS  = DATA_MEM_SIZE_BYTES / 4;
endpackage
module fulladder(
                input logic a_i,
                input logic b_i,
                input logic carry_i,
                output logic sum_o,
                output logic carry_o
                );
    assign sum_o = (a_i ^ b_i) ^ carry_i;
    assign carry_o = ((a_i & b_i) | (a_i & carry_i)) | (b_i & carry_i);  
endmodule
module fulladder32(
                    input logic [31:0] a_i,
                    input logic [31:0] b_i,
                    input logic carry_i,
                    output logic [31:0] sum_o,
                    output logic carry_o);
    logic [7:0] c;
    assign carry_o = c[7];
    generate
        genvar i;
        fulladder4 fa_0(
                        .a_i(a_i[3:0]),
                        .b_i(b_i[3:0]),
                        .carry_i(carry_i),
                        .sum_o(sum_o[3:0]),
                        .carry_o(c[0])
                        );
        for (i = 4'd1; i < 4'd8; i = i + 1) begin
            fulladder4 fa_i(
                            .a_i(a_i[i * 4 + 3 : i * 4]),
                            .b_i(b_i[i * 4 + 3 : i * 4]),
                            .carry_i(c[i - 1]),
                            .sum_o(sum_o[i * 4 + 3 : i * 4]),
                            .carry_o(c[i])
            );        
        end
    endgenerate
endmodule
module fulladder4(
                input logic [3:0] a_i,
                input logic [3:0] b_i,
                input logic       carry_i,
                output logic [3:0] sum_o,
                output logic carry_o
                );
    logic [2:0] c;
    fulladder fulladder0(
                    .a_i(a_i[0]),
                    .b_i(b_i[0]),
                    .carry_i(carry_i),
                    .sum_o(sum_o[0]),
                    .carry_o(c[0])
                    );
    fulladder fulladder1(
                        .a_i(a_i[1]),
                        .b_i(b_i[1]),
                        .carry_i(c[0]),
                        .sum_o(sum_o[1]),
                        .carry_o(c[1])
                        );
    fulladder fulladder2(
                        .a_i(a_i[2]),
                        .b_i(b_i[2]),
                        .carry_i(c[1]),
                        .sum_o(sum_o[2]),
                        .carry_o(c[2])
                        );
    fulladder fulladder3(
                        .a_i(a_i[3]),
                        .b_i(b_i[3]),
                        .carry_i(c[2]),
                        .sum_o(sum_o[3]),
                        .carry_o(carry_o)
                        );
endmodule
module nexys_adder(
    input CLK100,
    input resetn,
    input BTND,
    input  [15:0] SW,
    output [15:0] LED,
    output CA, CB, CC, CD, CE, CF, CG, DP,
    output [7:0] AN
    );
wire [31:0]              A;
wire [31:0]              B;
wire                     Pin;
wire [31:0]              S;
wire                     Pout;
localparam pwm = 1000;
reg [9:0] counter;
reg [3:0] semseg;
reg [7:0] ANreg;
reg CAr, CBr, CCr, CDr, CEr, CFr, CGr, DPr;
reg [15:0] LEDr;
fulladder32 DUT
(
  .a_i     (A),
  .b_i     (B),
  .carry_i (Pin),
  .sum_o   (S),
  .carry_o (Pout)
);
assign B = {24'b0,SW[7:0]};
assign A = {24'b0,SW[15:8]};
assign Pin = BTND;
assign LED[15:0] = LEDr[15:0];
assign AN[7:0] = ANreg[7:0];
assign {CA, CB, CC, CD, CE, CF, CG, DP} = {CAr, CBr, CCr, CDr, CEr, CFr, CGr, DPr};
initial ANreg[7:0] = 8'b11111110;
always @(posedge CLK100) begin
    if (!resetn) begin
        LEDr[15:0] <= 'b0;
        counter <= 'b0;
        ANreg[7:0] <= 8'b11111111;
        {CAr, CBr, CCr, CDr, CEr, CFr, CGr, DPr} <= 8'b11111111;
    end 
    else begin
        LEDr[15:0] <= S[15:0];
        if (counter < pwm) counter = counter + 'b1;
        else begin
            counter = 'b0;
            ANreg[1] <= ANreg[0];
            ANreg[2] <= ANreg[1];
            ANreg[4] <= ANreg[2];
            ANreg[5] <= ANreg[4];
            ANreg[6] <= ANreg[5];
            ANreg[7] <= ANreg[6];
            ANreg[0] <= !(ANreg[6:0] == 7'b1111111);
        end
        case (1'b0)
            ANreg[0]: begin 
                semseg <= (S) % 5'h10;
                DPr <= 1'b1;
            end
            ANreg[1]: begin 
                semseg <= (S / 'h10) % 5'h10;
                DPr <= 1'b1;
            end
            ANreg[2]: begin 
                semseg <= (S / 'h100) % 5'h10;
                DPr <= 1'b1;
            end
            ANreg[3]: begin 
                semseg <= (S / 'h1000) % 5'h10;
                DPr <= 1'b1;
            end
            ANreg[4]: begin 
                semseg <= (B) % 5'h10;
                DPr <= 1'b1;
            end    
            ANreg[5]: begin 
                semseg <= (B / 'h10) % 5'h10;
                DPr <= 1'b1;
            end    
            ANreg[6]: begin 
                semseg <= (A) % 5'h10;
                DPr <= 1'b0;
            end    
            ANreg[7]: begin 
                semseg <= (A / 'h10) % 5'h10;
                DPr <= 1'b1;
            end
        endcase
        case (semseg)
            4'h0: {CAr, CBr, CCr, CDr, CEr, CFr, CGr} <= 7'b0000001;
            4'h1: {CAr, CBr, CCr, CDr, CEr, CFr, CGr} <= 7'b1001111;
            4'h2: {CAr, CBr, CCr, CDr, CEr, CFr, CGr} <= 7'b0010010;
            4'h3: {CAr, CBr, CCr, CDr, CEr, CFr, CGr} <= 7'b0000110;
            4'h4: {CAr, CBr, CCr, CDr, CEr, CFr, CGr} <= 7'b1001100;
            4'h5: {CAr, CBr, CCr, CDr, CEr, CFr, CGr} <= 7'b0100100;
            4'h6: {CAr, CBr, CCr, CDr, CEr, CFr, CGr} <= 7'b0100000;
            4'h7: {CAr, CBr, CCr, CDr, CEr, CFr, CGr} <= 7'b0001111;
            4'h8: {CAr, CBr, CCr, CDr, CEr, CFr, CGr} <= 7'b0000000;
            4'h9: {CAr, CBr, CCr, CDr, CEr, CFr, CGr} <= 7'b0000100;
            4'hA: {CAr, CBr, CCr, CDr, CEr, CFr, CGr} <= 7'b0001000;
            4'hB: {CAr, CBr, CCr, CDr, CEr, CFr, CGr} <= 7'b1100000;
            4'hC: {CAr, CBr, CCr, CDr, CEr, CFr, CGr} <= 7'b0110001;
            4'hD: {CAr, CBr, CCr, CDr, CEr, CFr, CGr} <= 7'b1000010;
            4'hE: {CAr, CBr, CCr, CDr, CEr, CFr, CGr} <= 7'b0110000;
            4'hF: {CAr, CBr, CCr, CDr, CEr, CFr, CGr} <= 7'b0111000;
        endcase
    end
end
endmodule
```
`./constraint.sdc`:
```
current_design nexys_adder

set clk_period 5.0
set clk_io_pct 0.2

create_clock -name clk0 -period $clk_period [get_ports {CLK100}]

set non_clock_inputs [all_inputs -no_clocks]
set_input_delay [expr $clk_period * $clk_io_pct] -clock clk0 $non_clock_inputs
set_output_delay [expr $clk_period * $clk_io_pct] -clock clk0 [all_outputs]
```
==> run notes <==
Figures from the implementation reports.

- Setup repair after global routing left no endpoint under its margin.
- The final weighted congestion in routability-driven placement is just under 0.9.
- The proportion of synthesized chip area in sequential cells reads 0.4061.
- The shortest clock period the worst path allows after layout reads around 4.7 ns.
- After technology mapping, the gate count stands at 208.
- By count the netlist is led by 34 x sky130_fd_sc_hd__dfxtp_1, 18 x sky130_fd_sc_hd__inv_1, 17 x sky130_fd_sc_hd__nand3_1, 17 x sky130_fd_sc_hd__o21ai_0, 14 x sky130_fd_sc_hd__nor2_1.
- The maximum level of the CTS H-tree is 2.
- The max-slew violation count is 0.
- The most common cell in the netlist reads sky130_fd_sc_hd__dfxtp_1.
- The sum of negative setup slack is 0 ns.
- The ratio of cells with drive above 1 in the final layout reads 0.05645.
- The fraction of registers with async set or reset after synthesis reads 0.
- The horizontal die dimension reads between 70 and 80 µm.
- The number of warnings in the stage logs is 30.
- The delay contributed by the slowest stage of the critical path is ~0.42 ns.
- The highest-delay cell along the critical path reads sky130_fd_sc_hd__fa_1.
- The number of register bits inferred by synthesis reads 38.
- The number of antenna violations at the first check in global routing reads 0.
- The maximum fanout count along the critical path reads 2.
- The final timing summary puts the cycle share of the worst path at 0.9453.
- The overall die area reads 5214 µm².
- For this block, the routed nets add up to between 4 and 5 mm of wire.
- The timing report notes that buffer and inverter cells on the critical path total 4.
- The final core utilization reads 0.5253.
- The analysis attributes to cell leakage a power of roughly 1 nW.
- Clock tree synthesis found a total of 38 sinks.
- The via count is 1565.
- The share of the synthesized area in the top cell type is 0.3452.
- According to the dpl log, the detail-placed design has an HPWL of around 3 mm.
- Static timing analysis puts the maximum clock frequency at between 0.2 and 0.25 GHz.
- The number of warnings printed during yosys synthesis reads 1.
- The all-layer global routing usage reads 0.1683.
- The detailed-router iteration count before antenna repair is 7.
- The category of the most critical setup path reads input port to register.
- The relative max-transition margin is 0.5202.
- The placement-stage cell area reads between 2000 and 2500 µm².
- Power comes to between 0.6 and 0.7 mW.
- The global-route wire length before repair is 6.741 mm.
- The total standard cell area after synthesis reads 1972 µm².
- The startpoint kind of the worst setup timing path reads an input port.
- The yosys cell count reads about 210.
- The type recorded for the worst min-delay path is register to register.
- The flow ran to the end, and the final reports show no timing, DRC or antenna violations.
- The kind of cell adding the most delay to the critical path is adder cells.
- The latest clock arrival within the worst-skew pair is about 0.28 ns.
- The post-synth tally of flip-flops with integrated enable is 4.
- The floorplan has 25 rows.
- The required time at the worst endpoint is listed as slightly above 5 ns.
- The count of max-cap constraint violations is 0.
- The vias per cell reads a little under 5.
- The synthesized design spends more area on one cell type than any other, namely sky130_fd_sc_hd__dfxtp_1.
- TritonRoute output was used to compute an average wire per cell of around 13 µm.
- The number of buffers created by CTS is 5.
- The tree is rooted in a sky130_fd_sc_hd__clkbuf_8.
- In this run the deepest clock path goes through 2 buffers.
- The overall die height is ~72 µm.
- The DRC violation count after routing is 0.
- The slew at the pin closest to its max-slew limit reads 0.7175 ns.
- The post-route standard cell area excluding fillers is ~2500 µm².
- The count of antenna diodes in the layout reads 0.
- TritonCTS built the clock tree.
- In this run the mean area of a mapped cell was approximately 9.5 µm².
- The tightest hold path in the finished design has a slack of 0.5074 ns.
- The via count of the first global-routing pass is 1430.
- The maximum number of pins on one net before global-route repair reads 21.
- The total overflow left after global routing is 0.
- Fill cells in the final layout number around 430.
- Per STA, the worst path is made up of clkdlybuf4s50_1 -> inv_1 -> fa_1 -> inv_1 -> fa_1 -> fa_1 -> fa_1 -> fa_1 -> fa_1 -> fa_1 -> inv_1 -> fa_1 -> o21ai_0 -> o21ai_0 -> o21ai_1.
- The total I/O pin count is 51.
- The core area reads approximately 4700 µm².
- Per the run report, area growth between synthesis and finish was 25.82%.
- The initial utilization of the core area, before any placement, comes to 0.4175.
- The setup violation total in the final timing report reads 0.
- The arrival time reported for the critical path endpoint is between 4 and 5 ns.
- The number of port buffers reads between 40 and 50.
- After clock tree synthesis, the setup repair step added 0 buffers.
- The power per cell area reads roughly 240 nW/µm².
- The number of gates resized after CTS reads 0.
- The post-CTS hold buffer count recorded in the log is 0.
- The worst setup skew after layout reads between 0.003 and 0.004 ns.
- The detail route stage leaves a number of antenna-violating nets equal to 0.
- Yosys attributes the largest share of cell area to sky130_fd_sc_hd__dfxtp_1 35%, sky130_fd_sc_hd__fa_1 8.1%, sky130_fd_sc_hd__edfxtp_1 6.1%, sky130_fd_sc_hd__ha_1 4.4%, sky130_fd_sc_hd__nand3_1 4.3%.
- For this run, the chip area from Yosys synthesis comes to 1972 µm².
- Once iteration 0 of detailed routing completed, the report listed approximately 130 DRC markers.
- The clock input transition at the sequential cells of the worst setup and hold paths is approximately 0.070 ns.
- STA classifies the critical path endpoint as a register.
- The peak supply drop is ~0.12 mV.
- The most numerous cell type found on the critical path is sky130_fd_sc_hd__fa_1.
- The most used flip-flop cell after synthesis is sky130_fd_sc_hd__dfxtp_1.
- The hold violation count in the final report reads 0.
- The count of distinct cell types in the synthesized netlist reads 48.
-- state kept, by name, indices dropped and copies added, names as in the netlist --
name,flops
counter,10
LEDr,9
ANreg,7
semseg,4
CAr,1
CBr,1
CCr,1
CDr,1
CEr,1
CFr,1
CGr,1
DPr,1
-- layer usage --
layer	track usage	part of all wire	vias up
met5	0	0	-
met4	0.01525	0.0061	0
met3	0.03099	0.040	2
met2	0.2492	0.45	39
met1	0.2799	0.50	722
li1	-	-	802
-- worst reg2reg max path: cells and delay by family (launching register included) --
family	cells	cell delay (ns)
compound gates	2	0.53
flops	1	0.59
mux	1	0.34
-- path summary, 6_finish.rpt --
path	endpoint	cells past startpoint	slack [ns]	start
hold / removal	counter[0]$_SDFF_PN0_	1	0.51	counter[0]$_SDFF_PN0_
setup reg to reg	semseg[1]$_DFFE_PP_	3	3.28	ANreg[6]$_SDFFE_PN1P_
hold reg to reg	counter[0]$_SDFF_PN0_	1	0.51	counter[0]$_SDFF_PN0_
setup / recovery	semseg[3]$_DFFE_PP_	15	0.27	SW[0]
-- logic make-up after synthesis --
family | after synthesis | share of synthesized area
other | 2 | 0.003809
XOR/XNOR | 3 | 0.01333
flip-flops | 38 | 0.4061
buffers and inverters | 35 | 0.08819
AND/OR/NAND/NOR | 56 | 0.1440
adder cells (fa/ha/maj) | 15 | 0.1256
AND-OR/OR-AND | 54 | 0.1872
multiplexers | 5 | 0.03173
-- power breakdown --
part           internal [mW]  switching (mW)  total [mW]
Sequential             0.320         0.00571       0.326
Combinational         0.0482          0.0299      0.0781
Clock                 0.0954           0.104       0.200
Total                  0.464           0.140       0.604
-- cells in the final DEF, fill, tap and decap left out, drive strengths merged, types with 8 or more instances in the layout --
| master | count |
|---|---|
| conb | 8 |
| clkdlybuf4s50 | 42 |
| o21ai | 19 |
| nor2 | 14 |
| o211ai | 8 |
| fa | 8 |
| inv | 18 |
| dfxtp | 34 |
| nand3 | 17 |
-- per-stage QoR --
step / cells / worst slack [ns]
floorplan: 214 / 0.5994
global placement: 307 / 0.06685
global route: 315 / 0.1511
finish: 315 / 0.2734
CTS: 315 / 0.2898
detailed placement: 307 / 0.01131
-- area by class of cell --
| class | instances | area [µm²] | share of cell area |
|---|---|---|---|
| clock buffer | 5 | 68.82 | 0.02774 |
| sequential | 38 | 800.8 | 0.3227 |
| timing repair buffer | 42 | 420.4 | 0.1694 |
| tap | 67 | 83.83 | 0.03379 |
| clock inverter | 3 | 16.27 | 0.006556 |
| inverter | 19 | 71.32 | 0.02874 |
| multi-input combinational | 141 | 1020 | 0.4110 |
No activity file was given, so power comes from the tool's default toggle rates.
